===== ./config.mk =====
export PLATFORM = sky130hd
export DESIGN_NAME = apb_slave_prac
export DESIGN_NICKNAME = apb_slave_prac
export VERILOG_FILES = /design/flow/design.v
export SDC_FILE = /design/flow/constraint.sdc
export NUM_CORES = 4
export LEC_CHECK = 1
export CORE_UTILIZATION = 40

===== ./constraint.sdc =====
current_design apb_slave_prac

set clk_period 10.0
set clk_io_pct 0.2

create_clock -name clk0 -period $clk_period [get_ports {PCLK}]

set non_clock_inputs [all_inputs -no_clocks]
set_input_delay [expr $clk_period * $clk_io_pct] -clock clk0 $non_clock_inputs
set_output_delay [expr $clk_period * $clk_io_pct] -clock clk0 [all_outputs]

===== ./design.v =====
module apb_slave_prac #(
  parameter ADDR_WIDTH = 32,
  parameter DATA_WIDTH = 32
)(
  input  logic                 PCLK,
  input  logic                 PRESETn,
  input  logic [ADDR_WIDTH-1:0] PADDR,
  input  logic                 PSELx,
  input  logic                 PENABLE,
  input  logic                 PWRITE,
  input  logic [DATA_WIDTH-1:0] PWDATA,
  input  logic [3:0]           PSTRB,
  output logic [DATA_WIDTH-1:0] PRDATA,
  output logic                 PREADY,
  output logic                 PSLVERR
);
  logic [31:0] ctrl_reg;
  logic [31:0] status_reg;    
  logic [31:0] config_reg;
  logic [31:0] data_reg;
  logic wr_en, rd_en;
  logic [31:0] wdata_masked;
  assign PREADY  = 1'b1;
  assign PSLVERR = 1'b0;
  assign wr_en = PSELx && PENABLE && PWRITE;
  assign rd_en = PSELx && !PWRITE;
  always_comb begin
    wdata_masked = PWDATA;
    if (!PSTRB[0]) wdata_masked[7:0]   = ctrl_reg[7:0];
    if (!PSTRB[1]) wdata_masked[15:8]  = ctrl_reg[15:8];
    if (!PSTRB[2]) wdata_masked[23:16] = ctrl_reg[23:16];
    if (!PSTRB[3]) wdata_masked[31:24] = ctrl_reg[31:24];
  end
  always_ff @(posedge PCLK or negedge PRESETn) begin
    if (!PRESETn) begin
      ctrl_reg   <= 32'h0000_0000;
      config_reg <= 32'h0000_0000;
      data_reg   <= 32'h0000_0000;
    end else if (wr_en) begin
      case (PADDR[7:2])  
        6'h00: begin
          ctrl_reg[0]   <= wdata_masked[0];
          ctrl_reg[2:1] <= wdata_masked[2:1];
        end
        6'h02: begin
          config_reg[7:0]   <= wdata_masked[7:0];
          config_reg[15:8]  <= wdata_masked[15:8];
        end
        6'h03: begin
          data_reg <= wdata_masked;
        end
        default: ;  
      endcase
    end
  end
  always_comb begin
    PRDATA = 32'h0000_0000;
    case (PADDR[7:2])
      6'h00: PRDATA = ctrl_reg;
      6'h01: PRDATA = status_reg;    
      6'h02: PRDATA = config_reg;
      6'h03: PRDATA = data_reg;
      default: PRDATA = 32'hDEAD_BEEF;
    endcase
  end
  always_ff @(posedge PCLK or negedge PRESETn) begin
    if (!PRESETn) begin
      status_reg[0] <= 1'b0;  
      status_reg[1] <= 1'b0;  
    end else begin
      status_reg[0] <= '0;                  
      status_reg[1] <= (ctrl_reg[2:1] == 2'b00);     
    end
  end
endmodule

===== ./run.sh =====
#!/bin/bash
# OpenROAD 26Q1-2900-gdf79404cd8, Yosys 0.63+post, stock flow scripts
make -C /OpenROAD-flow-scripts/flow DESIGN_CONFIG=/design/flow/config.mk WORK_HOME=/design/flow/orfs finish

==> Table 3: Implementation characteristics <==
Physical implementation characteristics

Parameter                              Value

Run status
  Run status .................. complete, no violations

Synthesis
  Number of instances in the synthesized netlist .................. 221
  Dominant cell type by area after synthesis .................. sky130_fd_sc_hd__dfrtp_1
  Seq cells post-synth .................. 52
  Fraction of the mapped netlist area in adder cells .................. 0%
  Dominant register cell .................. sky130_fd_sc_hd__dfrtp_1
  Chip area in the Yosys report .................. 2575 µm²
  Synthesized area per cell .................. 11.65 µm²
  Area share of and-or/or-and cells after synthesis .................. 6.608%
  Count of yosys warnings during synthesis .................. 31
  Post-synthesis instance area .................. 2575 µm²
  Ys cells .................. 221
  Share of flip-flops with an asynchronous set or reset .................. 100.0%
  Synth Area in XOR/XNOR .................. 0%
  Cell Type Count .................. 25
  Largest type area fraction .................. 50.53%
  Main area contributors after synthesis .................. sky130_fd_sc_hd__dfrtp_1 51%, sky130_fd_sc_hd__mux2_2 16%, sky130_fd_sc_hd__mux2i_1 8.6%
  Post-synthesis share of cell area spent on and, or, nand and nor gates .................. 10.74%
  Sequential fraction of the synthesis area .................. 50.53%
  Post-synth EDFFs .................. 0
  Prevailing logic family in the synthesized netlist .................. multiplexers
  Mux cell area share after synthesis .................. 26.04%
  Most frequent cells after synthesis .................. 52 x sky130_fd_sc_hd__dfrtp_1, 36 x sky130_fd_sc_hd__mux2_2, 22 x sky130_fd_sc_hd__mux2i_1, 18 x sky130_fd_sc_hd__nand2_1, 17 x sky130_fd_sc_hd__inv_1
  Most frequent cell after synthesis .................. sky130_fd_sc_hd__dfrtp_1

Clocking
  Insertion delay to the later sink of the worst-skew pair .................. 300 ps
  Post-CTS setup-driven buffer insertion count .................. 0
  Hold buffer count at CTS .................. 0
  Cell at the root of the clock tree .................. sky130_fd_sc_hd__clkbuf_8
  Clock transition at the register clock pins on the worst setup and hold paths after CTS .................. 90 ps
  Clk buf depth .................. 2
  Number of gates given a new drive strength after cts .................. 0
  CTS Buf Count .................. 5
  TritonCTS clock tree .................. built
  CTS H-tree depth .................. 2
  Clk sinks .................. 52

Min path
  Number of cells on the worst hold path .................. 1
  Min-Delay Startpoint .................. ctrl_reg[1]$_DFFE_PN0P_
  Type of the tightest min-delay check .................. reg -> reg
  Worst-case hold path end point .................. status_reg[1]$_DFF_PN0_

Worst setup path
  Buffers & Inverters on Critical Path .................. 2
  Crit Reg-Reg Startpoint .................. ctrl_reg[1]$_DFFE_PN0P_
  Master of the slowest instance on the critical path .................. sky130_fd_sc_hd__clkdlybuf4s50_1
  Signal arrival time at the worst endpoint .................. 4230 ps
  Setup slack of the most critical reg-to-reg path .................. 8910 ps
  Required time at the worst-slack endpoint .................. 8000 ps
  Critical path endpoint category .................. output pin
  Origin of the worst setup path .................. PADDR[2]
  Critical Setup Path Class .................. in -> out
  Worst reg-to-reg path cell count .................. 2
  Crit path cell chain .................. clkdlybuf4s50_1 -> nand2_1 -> o21ai_0 -> clkdlybuf4s50_1
  Most used cell, CP .................. sky130_fd_sc_hd__clkdlybuf4s50_1
  Cell type group with the largest total delay on the critical path .................. buffers and inverters
  CP Max Fanout .................. 17
  Setup crit start kind .................. input pin
  CP max stage delay .................. 850 ps
  Endpoint of the most critical register-to-register path .................. config_reg[1]$_DFFE_PN0P_

Timing
  Worst-case headroom to the max-slew limit .................. 40.43%
  Max Slew Vio Count .................. 0
  Setup TNS .................. 0 ps
  Final critical path time including I/O delays and setup .................. 6233 ps
  Number of failing hold endpoints at the final stage .................. 0
  Smallest setup slack after layout .................. 3767 ps
  Fmax .................. 160.4 MHz
  Hold Slack .................. 492.8 ps
  RSZ-0062 raised after global routing .................. false
  Slew at the pin with the worst max-slew slack .................. 890.7 ps
  Setup clock skew after layout .................. 1.079 ps
  Tcrit/Tclk final .................. 62.33%
  Setup violators final .................. 0

Die
  Core region area .................. 6061 µm²
  Horizontal die dimension .................. 82.24 µm
  Effective utilization at floorplan .................. 42.49%
  Top Ports .................. 107
  Floorplan row count .................. 28
  Die extent in y .................. 82.24 µm
  Floorplan die area .................. 6763 µm²

Global route
  Global Route met2 Usage .................. 29.34%
  Number of global-route vias before repair .................. 1,895
  M1 GR Usage .................. 29.88%
  Number of antenna violations at the first check in global routing .................. 0
  Maximum number of pins on one net before global-route repair .................. 53
  Global-route wire length before repair .................. 9108 µm
  Total grt overflow .................. 0
  Tot GR Track Use .................. 18.67%
  Layer with the highest usage .................. met1
  Met3 Track Usage GR .................. 2.341%

Run
  Maxcap violations .................. 0
  Count of tool warnings .................. 51

Routing
  Total via count in the routed design .................. 1,862
  DRT Wirelength .................. 5712 µm
  Antenna fix cells .................. 0
  Initial DRT Pass Iterations .................. 4
  Post-DR wirelength/cell .................. 15.40 µm
  Detailed-route DRC error count .................. 0
  Vias per std cell .................. 5.019
  First-iteration detailed-routing DRC count .................. 71
  Final antenna-violating net count .................. 0

Power
  Peak supply drop .................. 0.07727 mV
  Switching power as a share of total power .................. 23.22%
  Power density of the placed cells .................. 113.8 nW/µm²
  Logic gate share of total power .................. 13.2%
  Clock Power Share .................. 31.1%
  P_sw .................. 0.09218 mW
  Static leakage .................. 1.582 nW
  Share of total power in sequential cells .................. 55.7%
  Cell internal pwr .................. 0.3049 mW

Layout
  Final core area utilization .................. 57.58%
  Ratio of cells with drive above 1 in the final layout .................. 18.24%
  Filler cell count in the final layout .................. 524
  Flip-flop count of the largest register after layout .................. 32
  Post-synthesis to final-layout area growth .................. 35.52%

Placed design
  Post-DP HPWL .................. 3871 µm
  Number of buffers inserted by port buffering .................. 78
  Placer Congestion .................. 0.7411
  Worst setup timing slack at the placement stage .................. 3739 ps
-- cell families after synthesis --
group / Yosys count
DFF: 52
buffers and inverters: 32
muxes: 61
AOI/OAI and AO/OA: 25
other: 2
and+or+nand+nor: 49
-- final cells by class --
type / count / area [µm²] / share of cell area (%)
Sequential cell: 52 / 1301 / 37.29
Inverter: 17 / 63.81 / 1.829
Clock inverter: 1 / 7.507 / 0.2151
Multi-Input combinational cell: 137 / 1131 / 32.41
Clock buffer: 7 / 86.33 / 2.474
Tap cell: 75 / 93.84 / 2.689
Timing Repair Buffer: 82 / 805.8 / 23.09
-- per-layer routing --
metal,wire [µm],part of all wire (%)
met5,0,0
met4,70,1.2
met3,240,4.2
met1,2732,48
met2,2668,47
-- cell usage in the layout (no fill, tap or decap), types with 2 or more instances in the layout --
master,n
sky130_fd_sc_hd__o21ai_0,14
sky130_fd_sc_hd__or4_4,2
sky130_fd_sc_hd__clkbuf_8,6
sky130_fd_sc_hd__nor3_1,5
sky130_fd_sc_hd__dfrtp_1,52
sky130_fd_sc_hd__clkdlybuf4s50_1,77
sky130_fd_sc_hd__a221o_1,9
sky130_fd_sc_hd__nor2_1,5
sky130_fd_sc_hd__buf_4,4
sky130_fd_sc_hd__mux2i_1,22
sky130_fd_sc_hd__mux2_2,36
sky130_fd_sc_hd__and2_1,14
sky130_fd_sc_hd__a21oi_1,2
sky130_fd_sc_hd__mux2_1,2
sky130_fd_sc_hd__nand2_1,18
sky130_fd_sc_hd__inv_1,17
sky130_fd_sc_hd__conb_1,2
-- worst max path at each step --
| stage | end | slack, ps | depth (start not counted) |
|---|---|---|---|
| after CTS | PRDATA[27] | 3720 | 4 |
| after global routing | PRDATA[26] | 3560 | 4 |
| final | PRDATA[26] | 3770 | 4 |
-- power by group through the flow --
stage	logic (mW)	clock network (mW)	registers (mW)
CTS	0.0538	0.129	0.221
global route	0.0586	0.138	0.222
finish	0.0525	0.124	0.221
-- metrics by stage --
step / power (mW) / instances / instance area, µm²
after detailed placement: 0.2787 / 363 / 3396
after global placement: 0.2786 / 363 / 3396
after floorplan: 0.2458 / 221 / 2575
after CTS: 0.4042 / 371 / 3490
after global routing: 0.4191 / 371 / 3490
final: 0.3970 / 371 / 3490
No activity file was given, so power comes from the tool's default toggle rates.
